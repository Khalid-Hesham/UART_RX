File: config.mk
export PLATFORM = sky130hd
export DESIGN_NAME = UART_RX
export DESIGN_NICKNAME = UART_RX
export VERILOG_FILES = /design/flow/design.v
export SDC_FILE = /design/flow/constraint.sdc
export NUM_CORES = 4
export LEC_CHECK = 1
export CORE_UTILIZATION = 40
File: constraint.sdc
current_design UART_RX

set clk_period 4.0
set clk_io_pct 0.2

create_clock -name clk0 -period $clk_period [get_ports {CLK}]

set non_clock_inputs [all_inputs -no_clocks]
set_input_delay [expr $clk_period * $clk_io_pct] -clock clk0 $non_clock_inputs
set_output_delay [expr $clk_period * $clk_io_pct] -clock clk0 [all_outputs]
File: design.v
module FSM (
input   wire            FSM_CLK,
input   wire            FSM_RST,
input   wire            PAR_EN,
input   wire            RX_IN,
input   wire    [4:0]   edge_cnt,
input   wire    [3:0]   bit_cnt,
input   wire            par_err,
input   wire            strt_glitch,
input   wire            stp_err,
input   wire    [4:0]   Prescale,  
output  reg             enable,
output  reg             dat_samp_en,
output  reg             strt_chk_en,
output  reg             par_chk_en,
output  reg             stp_chk_en,
output  reg             data_valid,
output  reg             deser_en
);
localparam  IDLE            = 'b000;
localparam  START_CHECK     = 'b001;
localparam  DATA_CHECK      = 'b010;
localparam  PARITY_CHECK    = 'b011;
localparam  STOP_CHECK      = 'b100;
reg     [2:0]   Current_State , Next_State;
always @(posedge FSM_CLK or negedge FSM_RST) 
begin
    if(!FSM_RST)
        begin
            Current_State <= Current_State; 
        end
    else
        begin
            Current_State <= Next_State;
        end
end
always @(*)
begin
    case (Current_State)
        IDLE: 
            begin
                if(!RX_IN)
                    begin 
                        Next_State = START_CHECK;
                    end
                else
                    begin   
                        Next_State = Current_State;
                    end
            end 
        START_CHECK:
            begin
                if(edge_cnt == Prescale)
                    begin
                        if(strt_glitch)
                            Next_State = IDLE;
                        else
                            Next_State = DATA_CHECK;
                    end
                else
                    begin   
                        Next_State = Current_State;
                    end                    
            end
        DATA_CHECK:
            begin
                if(bit_cnt == 9)
                    begin
                        if(PAR_EN)
                            Next_State = PARITY_CHECK;
                        else
                            Next_State = STOP_CHECK;
                    end
                else
                    begin
                        Next_State = DATA_CHECK;
                    end
            end
        PARITY_CHECK:
            begin
                if(edge_cnt == Prescale)
                    begin
                        Next_State = STOP_CHECK;
                    end
                else
                    begin
                        Next_State = Current_State;
                    end
            end
        STOP_CHECK:
            begin
                if(edge_cnt == Prescale)
                    begin
                        Next_State = START_CHECK;
                    end
                else
                    begin
                        Next_State = Current_State;
                    end
            end
        default:
            begin
                Next_State = IDLE;
            end
    endcase
end
always @(*)
begin
        enable      = 1'b0;
        dat_samp_en = 1'b0;
        strt_chk_en = 1'b0;
        par_chk_en  = 1'b0;
        stp_chk_en  = 1'b0;
        deser_en    = 1'b0;
        data_valid  = 1'b0;
    case(Current_State)
    IDLE    : begin
                enable      = 1'b0;
                dat_samp_en = 1'b0;
                strt_chk_en = 1'b0;
                par_chk_en  = 1'b0;
                stp_chk_en  = 1'b0;
                deser_en    = 1'b0;
                data_valid  = 1'b0;
                end
    START_CHECK   : begin
                enable      = 1'b1;
                dat_samp_en = 1'b1;
                strt_chk_en = 1'b1;
                par_chk_en  = 1'b0;
                stp_chk_en  = 1'b0;
                deser_en    = 1'b0;
                data_valid  = 1'b0;
                end	
    DATA_CHECK    : begin
                enable      = 1'b1;
                dat_samp_en = 1'b1;
                strt_chk_en = 1'b0;
                par_chk_en  = 1'b0;
                stp_chk_en  = 1'b0;                
                deser_en    = 1'b1;
                data_valid  = 1'b0;
                end
    PARITY_CHECK  : begin
                enable      = 1'b1;
                dat_samp_en = 1'b1;
                strt_chk_en = 1'b0;
                par_chk_en  = 1'b1;
                stp_chk_en  = 1'b0;                
                deser_en    = 1'b0;
                data_valid  = 1'b0;
                end
    STOP_CHECK    : begin
                enable      = 1'b1;
                dat_samp_en = 1'b1;
                strt_chk_en = 1'b0;
                par_chk_en  = 1'b0;
                stp_chk_en  = 1'b1;                
                deser_en    = 1'b0;
                    if(edge_cnt == Prescale)
                        begin
                            if(par_err || stp_err)
                                begin
                                    data_valid  = 1'b0;
                                    enable = 1'b0;
                                end
                            else
                                begin
                                    data_valid  = 1'b1;
                                    enable = 1'b0;
                                end
                        end
                end
    default : begin
                enable      = 1'b0;
                dat_samp_en = 1'b0;
                strt_chk_en = 1'b0;
                par_chk_en  = 1'b0;
                stp_chk_en  = 1'b0;                
                deser_en    = 1'b0;
                data_valid  = 1'b0;
                end			  
    endcase
end	
endmodule
module UART_RX #(parameter DATA_WIDTH = 8)(
    input   wire                        CLK,
    input   wire                        RST,
    input   wire                        RX_IN,
    input   wire    [4:0]               Prescale,
    input   wire                        PAR_EN,
    input   wire                        PAR_TYP,
    output  wire                        data_valid,
    output  wire    [DATA_WIDTH-1:0]    P_DATA
);
wire    enable, dat_samp_en, par_chk_en, strt_chk_en, stp_chk_en, deser_en;  
wire    par_err, strt_glitch, stp_err;  
wire    sampled_bit; 
wire    [3:0]   bit_cnt;
wire    [4:0]   edge_cnt;
edge_bit_counter edge_cnt_unit (
    .edge_bit_counter_clk(CLK),
    .edge_bit_counter_rst(RST),
    .PAR_EN(PAR_EN),
    .enable(enable),
    .Prescale(Prescale),
    .bit_cnt(bit_cnt),
    .edge_cnt(edge_cnt)
);
data_sampling data_samp_unit (
    .data_sampling_clk(CLK),
    .data_sampling_rst(RST),
    .RX_IN(RX_IN),
    .dat_samp_en(dat_samp_en),
    .edge_cnt(edge_cnt),
    .Prescale(Prescale),
    .sampled_bit(sampled_bit)
);
strt_check strt_chk_unit (
    .strt_check_clk(CLK),
    .strt_check_rst(RST),
    .strt_chk_en(strt_chk_en),
    .sampled_bit(sampled_bit),
    .strt_glitch(strt_glitch)
);
parity_check #(.DATA_WIDTH(DATA_WIDTH)) 
parity_chk_unit (
    .parity_check_clk(CLK),
    .parity_check_rst(RST),
    .PAR_TYP(PAR_TYP),
    .par_chk_en(par_chk_en),
    .sampled_bit(sampled_bit),
    .P_DATA(P_DATA),
    .par_err(par_err)
);
stop_check stop_chk_unit (
    .stop_check_clk(CLK),
    .stop_check_rst(RST),
    .stp_chk_en(stp_chk_en),
    .sampled_bit(sampled_bit),
    .stp_err(stp_err)
);
deserializer #(.DATA_WIDTH(DATA_WIDTH)) 
deser_unit (
    .deserializer_clk(CLK),
    .deserializer_rst(RST),
    .deser_en(deser_en),
    .sampled_bit(sampled_bit),
    .edge_cnt(edge_cnt),
    .bit_cnt(bit_cnt),
    .Prescale(Prescale),
    .P_DATA(P_DATA)
);
FSM fsm_unit(
    .FSM_CLK(CLK),
    .FSM_RST(RST),
    .PAR_EN(PAR_EN),
    .RX_IN(RX_IN),
    .edge_cnt(edge_cnt),
    .bit_cnt(bit_cnt),
    .par_err(par_err),
    .strt_glitch(strt_glitch),
    .stp_err(stp_err),
    .Prescale(Prescale),
    .enable(enable),
    .dat_samp_en(dat_samp_en),
    .strt_chk_en(strt_chk_en),
    .par_chk_en(par_chk_en),
    .stp_chk_en(stp_chk_en),
    .data_valid(data_valid),
    .deser_en(deser_en)
);
endmodule
module data_sampling (
    input   wire            data_sampling_clk,
    input   wire            data_sampling_rst,
    input   wire            RX_IN,
    input   wire            dat_samp_en,
    input   wire    [4:0]   edge_cnt,
    input   wire    [4:0]   Prescale,  
    output  reg             sampled_bit
);
wire    [3:0]       middle_sample;   
reg     [2:0]       samples_reg;     
reg                 sampling_done;   
assign middle_sample = (Prescale >> 1);
always @(posedge data_sampling_clk or negedge data_sampling_rst) 
begin
    if(!data_sampling_rst)
        begin
            samples_reg     <= 'b0;
            sampling_done   <= 'b0;
            sampled_bit     <= 'b0;        
        end
    else if(dat_samp_en && !sampling_done)
        begin
            if(edge_cnt == middle_sample - 1'b1)  
                begin
                    samples_reg[0] <= RX_IN;
                end
            else if (edge_cnt == middle_sample)  
                begin
                    samples_reg[1] <= RX_IN;
                end
            else if(edge_cnt == middle_sample + 1'b1)  
                begin
                    samples_reg[2] <= RX_IN;
                    sampling_done <= 1'b1;
                end
        end
    else if(dat_samp_en && sampling_done)
        begin
            sampled_bit <= (samples_reg[1]&samples_reg[2]) | (samples_reg[0]&samples_reg[2]) | (samples_reg[0]&samples_reg[1]);
            sampling_done <= 'b0;
        end
    else
        begin
            sampling_done <= 'b0;
        end
end
endmodule
module deserializer #(parameter DATA_WIDTH = 8)(
    input   wire                        deserializer_clk,
    input   wire                        deserializer_rst,
    input   wire                        deser_en,
    input   wire                        sampled_bit,
    input   wire    [4:0]               edge_cnt,
    input   wire    [3:0]               bit_cnt,
    input   wire    [4:0]               Prescale,
    output  wire    [DATA_WIDTH-1:0]    P_DATA
);
reg     [DATA_WIDTH-1:0]    deser_reg;
assign P_DATA = deser_reg;
always @(posedge deserializer_clk or negedge deserializer_rst) 
begin
    if(!deserializer_rst)
        begin
            deser_reg <= 'b0;
        end
    else if (deser_en && bit_cnt != 'd10)
        begin
            if(edge_cnt == Prescale - 1)
                begin
                    deser_reg [bit_cnt - 1] <= sampled_bit;
                end
        end    
end
endmodule
module edge_bit_counter(
    input   wire            edge_bit_counter_clk,
    input   wire            edge_bit_counter_rst,
    input   wire            PAR_EN,
    input   wire            enable,
    input   wire    [4:0]   Prescale,    
    output  reg     [3:0]   bit_cnt,     
    output  reg     [4:0]   edge_cnt     
);
always @(posedge edge_bit_counter_clk or negedge edge_bit_counter_rst)
begin
    if(!edge_bit_counter_rst)
        begin
            bit_cnt     <= 'b0;
            edge_cnt    <= 'b0;
        end
    else if(enable)
        begin
            edge_cnt <= edge_cnt + 'b1;
            if(edge_cnt == Prescale)      
                begin
                    bit_cnt <= bit_cnt + 'b1;
                    edge_cnt <= 'b0;
                end
        end
    else
        begin
            bit_cnt     <= 'b0;
            edge_cnt    <= 'b0;
        end  
end
endmodule
module parity_check #(parameter DATA_WIDTH = 8) (
    input   wire                        parity_check_clk,
    input   wire                        parity_check_rst,
    input   wire                        PAR_TYP,
    input   wire                        par_chk_en,
    input   wire                        sampled_bit,
    input   wire    [DATA_WIDTH-1:0]    P_DATA,
    output  wire                        par_err
);
reg calculated_parity;
reg recieved_parity;
assign  par_err = ~(calculated_parity == recieved_parity);
always @(posedge parity_check_clk or negedge parity_check_rst) 
begin
    if(!parity_check_rst)
        begin
            calculated_parity <= 'b0;
            recieved_parity <= 'b0;
        end
    else if (par_chk_en)
        begin
            recieved_parity <= sampled_bit;
            if(PAR_TYP)  
                begin
                    calculated_parity <= ~(^P_DATA);
                end
            else if(!PAR_TYP)  
                begin
                    calculated_parity <= ^P_DATA;
                end
        end
    else
        begin
            calculated_parity <= calculated_parity;
            recieved_parity <= recieved_parity;
        end
end
endmodule
module stop_check (
    input   wire    stop_check_clk,
    input   wire    stop_check_rst,
    input   wire    stp_chk_en,
    input   wire    sampled_bit,
    output  wire    stp_err
);
reg recieved_stop;   
assign  stp_err = ~recieved_stop;  
always @(posedge stop_check_clk or negedge stop_check_rst) 
begin
    if(!stop_check_rst)
        begin
            recieved_stop <= 'b0;
        end
    else if(stp_chk_en)
        begin
            recieved_stop <= sampled_bit;
        end   
    else
        begin
            recieved_stop <= recieved_stop;
        end 
end
endmodule
module strt_check (
    input   wire    strt_check_clk,
    input   wire    strt_check_rst,
    input   wire    strt_chk_en,
    input   wire    sampled_bit,
    output  wire    strt_glitch
);
reg recieved_start;  
assign  strt_glitch = recieved_start;  
always @(posedge strt_check_clk or negedge strt_check_rst) 
begin
    if(!strt_check_rst)
        begin
            recieved_start <= 'b0;
        end
    else if(strt_chk_en)
        begin
            recieved_start <= sampled_bit;
        end
    else
        begin
            recieved_start <= recieved_start;
        end
end
endmodule
File: run.sh
#!/bin/bash
# OpenROAD 26Q1-2900-gdf79404cd8, Yosys 0.63+post, stock flow scripts
make -C /OpenROAD-flow-scripts/flow DESIGN_CONFIG=/design/flow/config.mk WORK_HOME=/design/flow/orfs finish
==> flow_summary.yaml <==
# implementation run metrics
clocking:
  cts_setup_buffers: 0
  clk_transition_reported_paths_ps: 60
  tritoncts: "done"
  cts.sinks: 31
  cts-htree-levels: 2
  clock.latency.late_pin_ps: 280
  cts_buffer_depth: 2
  root_buffer: "clkbuf_8"
  cts_buffers: 5
worst_setup_path:
  worstPathMaxFanout: 8
  start_kind: "flop"
  reg2reg_depth: 10
  cp.arrival_ps: 3810
  worstPathRequired_ps: 4160
  worstSetupPathType: "flop to flop"
  reg2reg_slack_ps: 360
  timing.rr.end: "deser_unit.deser_reg[3]"
  endpoint_kind: "flop"
  rr_startpoint: "edge_cnt_unit.bit_cnt[1]"
finish:
  n_fill_cell: 504
  layout_top_cell: "dfrtp_1"
  largest_register_ffs: 8
  layout-drive-gt1-share_pct: 12.9
  finalNonFillerCells: 336
  lay_top_cells: "dfrtp_1, nand2_1, clkdlybuf4s50_1, ha_1"
  area_delta_synth_final_pct: 17.0
min_path:
  worstHoldStart: "strt_chk_unit.recieved_start"
  hold_path.class: "flop to flop"
  hold_path_end: "fsm_unit.Current_State[2]"
  hold_path_depth: 1
timing:
  rsz0062_at_grt: "false"
  tns_ps: 0
  worst_pin_slew_ps: 594
  slew_violations: 0
  period_used_pct: 91.1
  hold_viol: 0
  fmax_mhz: 275
  setup_violations: 0
  fin_ws_ps: 357
  max-slew-margin-rel_pct: 60.1
  skew_ps: 5.00
  hold_ws_ps: 476
  timing.final.crit_period_ps: 3640
logic_synthesis:
  edf_count: 0
  syn-cell-area_sq_mm: 0.00228
  ys_ff: 31
  ys_warn_count: 7
  ys_seq_share_pct: 32.9
  synth-main-ff-cell: "dfrtp_1"
  synth.distinct_cells: 53
  synth_cells: 241
  ys_cells: 241
  synth_async_sr_flop_share_pct: 83.9
  ys_area_sq_mm: 0.00228
  avgSynthCellArea_sq_um: 9.48
drt:
  drc: 0
  routed_wl_um: 4430
  num_vias: 1754
  vias_per_cell: 5.22
  drt.antenna.violating_nets: 0
  detailedRoute.firstPassIterationCount: 4
  drt-initial-drc-count: 69
  wl_per_cell_um: 13.2
  n_antenna_cell: 0
global_route:
  grt_pass1_wl_um: 7740
  grt_usage_pct: 16.2
  grt_overflow: 0
  grt_pass1_vias: 1633
  grt_antenna_before_repair: 0
  grt_start_max_net_pins: 20
floorplanning:
  die-area_sq_mm: 0.00602
  fp.coreArea_sq_mm: 0.00551
  die_height_um: 77.6
  fp_util_pct: 41.5
  ios: 19
  row_count: 27
  die_w_um: 77.6
placed_design:
  gp_congestion: 0.815
  dp_cells: 328
  dp_slack_ps: 259
  port_buffers: 18
  hpwl_um: 3260
power:
  power.density_mw_per_mm2: 414
  p_leak_nw: 1.17
  ir_worst_vdd_mv: 0.286
job:
  warnings: 31
  maxCapViolCount: 0
run_status:
  outcome: "completed"
[final cells by class]
type	count	area [sq um]	area share (%)
Sequential cell	31	751	28.1
Clock inverter	2	60.1	2.25
Tap cell	72	90.1	3.37
Clock buffer	6	72.6	2.71
Timing Repair Buffer	25	233	8.70
Multi-Input combinational cell	189	1430	53.3
Inverter	11	41.3	1.54
[timing repair]
item / 4_1_cts / 5_1_grt
hold buffers: 0 / 0
endpoints found under the setup margin: 0 / 1
hold endpoints to repair: 0 / 0
resized: 0 / 1
[stage by stage]
step / power, mW / area (sq um) / util [%]
finish: 1.11 / 2670 / 48.6
detailed placement: 0.748 / 2530 / 46.0
floorplan: 0.661 / 2280 / -
global route: 1.18 / 2670 / 48.6
global placement: 0.747 / 2530 / 46.0
CTS: 1.12 / 2670 / 48.4
[critical path, cell delays in order (launching register included)]
cell	delay, ps
dfrtp_1	440
inv_1	90
ha_1	420
nand2_1	190
or3_1	350
ha_1	280
or4_1	530
nor4_2	350
o21ai_2	190
nor4_1	330
mux2_1	360
[kinds of logic after synthesis]
group           share of synthesized area, %
compound gates                          9.42
xor+xnor                                12.5
flops                                   32.9
buf+inv                                 4.98
simple gates                            24.2
fa+ha+maj                               8.76
mux                                     7.34
[Yosys cell counts, types with 2 or more instances]
| master | count | area [sq um] |
|---|---|---|
| dfrtp_1 | 26 | 651 |
| nor4_2 | 2 | 25.0 |
| nand3_1 | 11 | 55.1 |
| nand4b_1 | 2 | 17.5 |
| nor4b_2 | 3 | 45.0 |
| a21oi_1 | 4 | 20.0 |
| mux2_1 | 7 | 78.8 |
| nor2_1 | 13 | 48.8 |
| nand2b_1 | 3 | 18.8 |
| o21ai_0 | 13 | 65.1 |
| nand4_1 | 4 | 25.0 |
| o31ai_1 | 2 | 15.0 |
| nor3b_1 | 2 | 15.0 |
| nor3_1 | 7 | 35.0 |
| buf_6 | 3 | 33.8 |
| xor2_1 | 15 | 131 |
| buf_4 | 2 | 15.0 |
| dfxtp_1 | 5 | 100 |
| or3_1 | 9 | 56.3 |
| o22ai_1 | 2 | 12.5 |
| inv_1 | 11 | 41.3 |
| buf_2 | 4 | 20.0 |
| nor4_1 | 3 | 18.8 |
| ha_1 | 16 | 200 |
| and3_1 | 2 | 12.5 |
| mux2_2 | 7 | 78.8 |
| nand2_1 | 21 | 78.8 |
| xnor2_1 | 15 | 131 |
| nand3b_1 | 3 | 22.5 |
[worst max-delay path by stage]
stage                               startpoint                 endpoint  slack (ps)  depth (start not counted)
final                 edge_cnt_unit.bit_cnt[1]  deser_unit.deser_reg[3]         360                         10
after global routing  edge_cnt_unit.bit_cnt[1]  deser_unit.deser_reg[3]          70                         10
after CTS             edge_cnt_unit.bit_cnt[1]  deser_unit.deser_reg[3]         240                         10
[power breakdown]
part | switching [mW] | internal [mW] | total, mW | leakage, nW
registers | 0.0585 | 0.355 | 0.413 | 0.398
clock network | 0.112 | 0.249 | 0.361 | 0.0654
logic | 0.180 | 0.153 | 0.332 | 0.702
total | 0.350 | 0.756 | 1.11 | 1.17
[per-layer routing]
metal	part of all wire, %	track usage, %
met5	0	0
met4	0.47	1.32
met3	2.5	2.99
met2	42	22.5
met1	55	27.6
Power figures rest on the tool's default switching activity, not on a simulated workload.
